===== /design/flow/run.sh =====
#!/bin/bash
# OpenROAD 26Q1-2900-gdf79404cd8, Yosys 0.63+post, stock flow scripts
make -C /OpenROAD-flow-scripts/flow DESIGN_CONFIG=/design/flow/config.mk WORK_HOME=/design/flow/orfs finish

===== /design/flow/config.mk =====
export PLATFORM = sky130hd
export DESIGN_NAME = multiplexer
export DESIGN_NICKNAME = multiplexer
export VERILOG_FILES = /design/flow/design.v
export SDC_FILE = /design/flow/constraint.sdc
export NUM_CORES = 4
export LEC_CHECK = 1
export CORE_AREA = 10 10 84 84
export DIE_AREA = 0 0 94 94

===== /design/flow/constraint.sdc =====
current_design multiplexer

set clk_period 1.0
set clk_io_pct 0.2

create_clock -name clk0 -period $clk_period

set non_clock_inputs [all_inputs -no_clocks]
set_input_delay [expr $clk_period * $clk_io_pct] -clock clk0 $non_clock_inputs
set_output_delay [expr $clk_period * $clk_io_pct] -clock clk0 [all_outputs]

===== /design/flow/design.v =====
module multiplexer (input_data_1, input_data_2, input_select, output_data);
    parameter n = 64;
	input input_select;
	input [n - 1 : 0] input_data_1, input_data_2;
	output[n - 1 : 0] output_data;
	assign output_data = input_select ? input_data_1 : input_data_2;
endmodule

==> flow_summary.ini <==
; physical design summary
[yosys]
yosysUniqueCellTypes = 4
syn_inst = 71
ys_chip_area_mm2 = 0.001077
yosys_warnings = 0
netlist_area_mm2 = 0.001077
postSynthAreaPerCell_um2 = 15.17
synth_area_leader_cell = mux2_4
ys_cells = 71
ys_seq_share = 0
top_area_frac = 0.8362
area_leaders = mux2_4 (84%), buf_12 (11%), mux2_2 (4.2%)

[worst_setup_path]
cp-start-kind = input port
worstPathRequired_ns = 0.80
arrival_ns = 0.99
worstSetupPathType = input port to output port
cp_max_fo = 6
endpoint_kind = output port

[floorplanning]
pin_count = 193
fp.dieW_um = 94
rows = 26
fp_util = 0.2070
die_area_mm2 = 0.008836
coreArea_mm2 = 0.005205
die_h_um = 94

[placement]
dp_cells = 334
gp_congestion = 0.8025
io_buffers = 193
dp_hpwl_um = 6163

[sta]
fmax_ghz = 0.8384
tightest_slew_ns = 0.1011
post-route-min-period_ns = 1.193
rsz0062_at_grt = true
relSlewSlack = 0.9326
worst_hold_slack_ns = 0.7011
slew_viol_final = 0
setup_ws_ns = -0.1928
hold_viol = 0
setup_violations = 64
post-route-period-util = 1.193

[cells_and_area]
mi_logic_area_um2 = 960.9
syn2layout_area_growth_pct = 187.9
nClkBuffers = 0
numSequentialCells = 0
fin_cells = 344
n_fill_cell = 483
layout-drive-gt1-share = 0.5277
final_common_cell = dlygate4sd2_1
regArea_um2 = 0
most-common-layout-cells = dlygate4sd2_1 (120), mux2_4 (64), buf_6 (55)

[power]
pwr-share-seq = 0
vdd_drop_max_uv = 165.8
clkPwrFrac = 0
leakage_nw = 1.706
combPwrFrac = 1.000
intPower_w = 0.0009623
sw_frac_of_total = 0.2297
p_switching_w = 0.0002870
powerDensity_mw_per_mm2 = 402.8

[route]
vias = 1362
post-route-drc-count = 0
drt-initial-drc-count = 7
ant_nets = 0
wirelength_um = 6757
first_pass_iters = 2
vias_per_cell = 3.959
wl_per_cell_um = 19.64

[global_route]
grt_pass1_wl_um = 9508
overflow = 0
first_global_vias = 1597
grt_usage = 0.1404
antenna_found_initial = 3
grt_max_degree = 13

[run_status]
violations = negative setup slack
outcome = finished with violations

[job]
drv_cap = 0
warning_count = 35

[min_path]
min_path_type = input port to output port
## critical path, stage by stage
cell and delay [ns]:
buf_16 0.12, buf_16 0.14, buf_12 0.12, mux2_4 0.29
buf_6 0.11
## metal layers
| layer | global-route usage | routed length [µm] | vias up |
|---|---|---|---|
| met5 | 0 | 0 | - |
| met4 | 0 | 0 | 0 |
| met3 | 0.06300 | 745 | 0 |
| met2 | 0.2863 | 3925 | 73 |
| met1 | 0.1294 | 2086 | 611 |
| li1 | - | - | 678 |
## kinds of logic (layout without fill, tap and decap cells)
| logic type | after synthesis | count (layout) | synth area share |
|---|---|---|---|
| muxes | 64 | 64 | 0.8780 |
| other | 0 | 3 | 0 |
| buffers and inverters | 7 | 207 | 0.1220 |
## final timing paths
check                            from               to  slack (ns)  depth (start not counted)
worst max-delay path     input_select  output_data[25]       -0.19                          5
worst min-delay path  input_data_2[1]   output_data[1]        0.70                          3
## cells in the mapped netlist, drive strengths merged
library cell / number
mux2: 64
buf: 7
## power groups by stage
| stage | clock network [W] | logic [W] | registers, W |
|---|---|---|---|
| 4_1_cts | 0 | 0.00125 | 0 |
| 5_1_grt | 0.000000000401 | 0.00134 | 0 |
| 6_report | 0.000000000401 | 0.00125 | 0 |
## cell type report
cell class,instances,share of cell area
Antenna cell,3,0.002420
Tap cell,70,0.02824
Timing Repair Buffer,207,0.6595
Multi-Input combinational cell,64,0.3098
## per-stage QoR
| step | TNS [ns] | area, µm² | setup slack [ns] | util | total power [W] |
|---|---|---|---|---|---|
| after floorplan | 0 | 1077 | 0.002550 | - | 0.0004080 |
| after CTS | -5.996 | 3034 | -0.1883 | 0.5829 | 0.001246 |
| after global routing | -6.802 | 3102 | -0.2136 | 0.5959 | 0.001338 |
| final | -5.583 | 3102 | -0.1928 | 0.5959 | 0.001249 |
| after global placement | -33.06 | 3053 | -0.5470 | 0.5865 | 0.001342 |
| after detailed placement | -32.78 | 3053 | -0.5428 | 0.5865 | 0.001342 |
## timing repair
action,CTS,global route
setup endpoints to repair,64,64
gates cloned,3,0
buffers inserted,4,0
hold buffers,0,0
resized,384,12
Power and IR drop assume default switching activity.
