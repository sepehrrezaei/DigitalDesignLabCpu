File: design/flow/config.mk
export PLATFORM = sky130hd
export DESIGN_NAME = adder
export DESIGN_NICKNAME = adder
export VERILOG_FILES = /design/flow/design.v
export SDC_FILE = /design/flow/constraint.sdc
export NUM_CORES = 4
export LEC_CHECK = 1
export CORE_UTILIZATION = 30
File: design/flow/constraint.sdc
current_design adder

set clk_period 22.1
set clk_io_pct 0.2

create_clock -name clk0 -period $clk_period

set non_clock_inputs [all_inputs -no_clocks]
set_input_delay [expr $clk_period * $clk_io_pct] -clock clk0 $non_clock_inputs
set_output_delay [expr $clk_period * $clk_io_pct] -clock clk0 [all_outputs]
File: design/flow/design.v
module adder (clk , input_data_1, input_data_2, output_data);
    input clk;
    parameter n = 64;
	input [n - 1 : 0] input_data_1, input_data_2;
	output reg [n - 1 : 0] output_data;
    always @(input_data_1)
    begin
        output_data = input_data_1 + input_data_2;
    end
endmodule
File: design/flow/run.sh
#!/bin/bash
# OpenROAD 26Q1-2900-gdf79404cd8, Yosys 0.63+post, stock flow scripts
make -C /OpenROAD-flow-scripts/flow DESIGN_CONFIG=/design/flow/config.mk WORK_HOME=/design/flow/orfs finish
==> reports/results.ini <==
[floorplanning]
fp.dieH_um=115
pin_count=193
die_width_um=115
fp_util=0.313
placementRows=40
die_area_um2=13200
coreArea_um2=12200

[routing]
firstDrtPassIters=4
drtIter0Drc=280
drcViolationCount=0
antennaDiodeCount=0
via_per_inst=5.20
antenna_left=0
wl_per_cell_um=14.8
drt-total-wl_um=13200
vias=4650

[power]
worst_ir_drop_vdd_v=0.0000143
leakage_nw=2.42
powerDensity_nw_per_um2=32.6
power_w=0.000190

[sta]
max_clock_freq_ghz=0.0804
min_period_ns=12.44
finalSetupViolations=0
slew_viol_final=0
finalHoldViolations=0
rsz0062_at_grt=no
period_used_share=0.563
relSlewSlack=0.650
hold_ws_ns=9.86
tightest_slew_ns=0.519
setup_tns_ns=0

[synthesis]
syn_inst=555
ys_area_um2=3820
ys_types=65
top_cell_area_share=0.207
syn_avg_cell_area_um2=6.88
postSynthSeqShare=0
syn_area_um2=3820
top_cells_by_count=75 x a21oi_1, 63 x ha_1, 52 x nand2_1
ys_cells=555
area_leaders=ha_1 21%, a21oi_1 9.8%, xnor2_1 8.5%, a21o_1 6.9%, xor2_1 5.3%
yosys.cell_count.top_type=a21oi_1
largest_area_cell=ha_1
yosys_warnings=1

[run_status]
status=finished, final reports clean

[critical_path]
crit_start=input_data_1[0]
crit_path_cell_trace=clkdlybuf4s50_1, ha_1, fa_1, a21oi_2, nor2_1, nor4_4, nor2_1, a21oi_4, a21oi_1, o32ai_1, o21ai_1, xor2_1, clkdlybuf4s50_1
end_kind=primary output
crit_required_ns=17.68
cp_slowest_cell=o32ai_1
path_class=input port to primary output
cp_max_fo=5
endpoint=output_data[44]
crit_path_start_kind=input port
cp_slowest_stage_delay_ns=0.53
worstPathArrival_ns=8.02

[cts]
cts-hold-fix-buffers=0
post_cts_buffers=0
post_cts_resized=0

[final_layout]
num-fill-cells=1238
final_core_util=0.478
regArea_um2=0
ff_count=0
syn_to_final_growth_pct=53.0
drive_above_1_share=0.0331
stdcell_area_um2=5840
clock_buffers=0

[placement]
routabilityCongestion=0.902
place_area_um2=5840
hpwl_um=11700
portBuffers=192

[hold_path]
hold_class=input port to primary output

[global_route]
antenna_found_initial=0
grtUsageTotal=0.197
grt_pass1_wl_um=21000
grt_pass1_vias=4391
grt_max_degree=12
grt_overflow=0

[run]
warnings=33
max_cap_violations=0

[cell type report]
class | instances | area, µm² | share of cell area
inverters | 14 | 52.6 | 0.00900
multi-input cells | 520 | 3660 | 0.626
well taps | 168 | 210 | 0.0360
repair buffers | 192 | 1920 | 0.329
[cells in the final DEF (no fill, tap or decap), types with 2 or more instances in the layout]
| cell | synthesis | routed |
|---|---|---|
| clkdlybuf4s50_1 | 0 | 192 |
| and4_1 | 2 | 2 |
| a211oi_1 | 3 | 3 |
| o21ai_2 | 4 | 4 |
| nand3_1 | 18 | 18 |
| o311ai_1 | 2 | 2 |
| o211ai_1 | 4 | 4 |
| a41oi_1 | 3 | 3 |
| nand2_1 | 52 | 52 |
| o21ai_1 | 15 | 15 |
| ha_1 | 63 | 63 |
| a21o_1 | 35 | 35 |
| nor2_1 | 39 | 39 |
| a21boi_0 | 2 | 2 |
| a21boi_2 | 2 | 2 |
| nand3b_1 | 4 | 4 |
| nor3_1 | 9 | 9 |
| and2_1 | 3 | 3 |
| a21oi_1 | 75 | 75 |
| o21ai_0 | 23 | 23 |
| o21bai_1 | 13 | 13 |
| or2_1 | 2 | 2 |
| nand2_2 | 2 | 2 |
| a21oi_2 | 4 | 4 |
| o21a_1 | 7 | 7 |
| nor2_2 | 2 | 2 |
| o31a_1 | 2 | 2 |
| xor2_1 | 23 | 23 |
| or3_1 | 3 | 3 |
| a31oi_1 | 6 | 6 |
| xnor2_1 | 37 | 37 |
| inv_1 | 14 | 14 |
| nand4_1 | 17 | 17 |
| and3_1 | 6 | 6 |
| nand2b_1 | 5 | 5 |
| nor2b_1 | 6 | 6 |
| nor4_1 | 2 | 2 |
[worst min path at each step]
stage                end       startpoint  cells after the start
6_report  output_data[0]  input_data_2[0]                      3
5_1_grt   output_data[0]  input_data_2[0]                      3
4_1_cts   output_data[0]  input_data_2[0]                      3
[per-stage QoR]
| stage | setup slack (ns) | std cells |
|---|---|---|
| final | 9.66 | 894 |
| after global routing | 9.44 | 894 |
| after CTS | 9.68 | 894 |
| after detailed placement | 9.69 | 894 |
| after global placement | 9.70 | 894 |
| after floorplan | 11.10 | 555 |
[power breakdown]
part,total [W],internal [W],switching (W),leakage (nW)
Combinational,0.000190,0.000110,0.0000805,2.42
Sequential,0,0,0,0
Clock,0,0,0,0
[kinds of logic after synthesis]
| family | count (synthesis) | synth area share |
|---|---|---|
| AOI/OAI and AO/OA | 217 | 0.372 |
| xor gates and xnor gates | 60 | 0.138 |
| adders and majority gates | 64 | 0.212 |
| buffers and inverters | 35 | 0.0420 |
| and+or+nand+nor | 179 | 0.236 |
[critical path, delay by kind of cell]
family / cells / cell delay, ns
compound gates: 5 / 1.27
xor+xnor: 1 / 0.17
fa+ha+maj: 2 / 0.66
buf+inv: 2 / 0.88
simple gates: 3 / 0.62
[layer usage]
| metal | track usage | wire, µm |
|---|---|---|
| met1 | 0.298 | 6600 |
| met2 | 0.323 | 5920 |
| met3 | 0.0150 | 645 |
| met4 | 0.00606 | 35 |
| met5 | 0 | 0 |
Power is estimated from default activity; no workload was simulated.
