`design/flow/config.mk`:
```
export PLATFORM = sky130hd
export DESIGN_NAME = ALU
export DESIGN_NICKNAME = ALU
export VERILOG_FILES = /design/flow/design.v
export SDC_FILE = /design/flow/constraint.sdc
export NUM_CORES = 4
export LEC_CHECK = 1
export CORE_UTILIZATION = 50
```
`design/flow/constraint.sdc`:
```
current_design ALU

set clk_period 32.3
set clk_io_pct 0.2

create_clock -name clk0 -period $clk_period

set non_clock_inputs [all_inputs -no_clocks]
set_input_delay [expr $clk_period * $clk_io_pct] -clock clk0 $non_clock_inputs
set_output_delay [expr $clk_period * $clk_io_pct] -clock clk0 [all_outputs]
```
`design/flow/design.v`:
```
module ALU(in1, in2, control,out);
	input [63:0] in1, in2;
	input [3:0] control;
	output reg [63:0] out;
	always @(control)
		case (control)
			4'b0000: out <= in1 & in2;
			4'b0001: out <= in1 | in2;
			4'b0010: out <= in1 + in2;
			4'b0110: out <= in1 - in2;
			default: out <= 64'h00000000;
		endcase
endmodule
```
`design/flow/run.sh`:
```
#!/bin/bash
# OpenROAD 26Q1-2900-gdf79404cd8, Yosys 0.63+post, stock flow scripts
make -C /OpenROAD-flow-scripts/flow DESIGN_CONFIG=/design/flow/config.mk WORK_HOME=/design/flow/orfs finish
```
==> results.ini <==
[run_status]
status = complete, no violations

[routing]
ant_nets = 0
route.vias.total = 7978
wirelength_mm = 23.32
drc = 0
routedWlPerCell_um = 17.71
antenna_cells = 0
drt_first_pass_iters = 7
avgViaCountPerCell = 6.058
drt-initial-drc-count = 644

[global_routing]
gr-usage-met1 = 0.5047
grt_max_degree = 70
grt_usage = 0.3396
use_met3 = 0.02779
grt_first_pass_wirelength_mm = 36.18
overflow = 0
grt_pass1_vias = 7043
busiest_layer = met2
antenna_found_initial = 0
globalRouteMet2Util = 0.5482

[clock_tree]
cts_setup_buffers = 0
holdBufCountCts = 0
cts_resized = 0

[setup_path]
critPathKind = in -> out
cp.required_ps = 25840
crit_fanout = 8
cp.arrival_ps = 12180
start_kind = input pin
critPathLaunch = in2[4]
endpoint_kind = primary output

[die]
io_pins = 196
core_um2 = 12770
floorplan.core_util = 0.5198
rows = 41
die_w_um = 117.2
die-area_um2 = 13750
die_h_um = 117.2

[finish]
clock_buffer_count = 0
drive_gt1_frac = 0.03319
area_growth_pct = 30.28
seqCellArea_um2 = 0
flops = 0
final_cells = 1317
final_area_um2 = 8651

[yosys]
syn-cell-area_um2 = 6640
postSynthSeqShare = 0
synthTopCellsByArea = ha_1 12%, maj3_1 8.9%, o21ai_0 8.3%, xnor2_1 8.0%, xor2_1 7.8%
synthDistinctLibCells = 79
synth_stat.cells = 999
yosysTopAreaCell = ha_1
postSynthAreaPerCell_um2 = 6.647
syn_inst = 999
top_area_frac = 0.1244
yosys-top-cells-count = 122 x nand2_1, 110 x o21ai_0, 92 x a21oi_1
yosys_warnings = 1
synth_top_cell_by_count = nand2_1
synth_chip_area_um2 = 6640

[pwr]
vdd_drop_max_uv = 11.64
p_leak_uw = 0.003401
p_per_area_nw_per_um2 = 18.48

[final_timing]
tns_ps = 0
maxSlewHeadroom = 0.4784
drv_slew = 0
worst_pin_slew_ps = 782.4
finalHoldViolCount = 0
fmax_mhz = 53.66
finalCriticalPeriod_ps = 18640
setup_viol = 0
rsz0062_at_grt = false
period_used_share = 0.5769

[flow_run]
maxCapViolations = 0
warning_count = 35

[place]
dp.final_hpwl_mm = 19.42
placed_area_um2 = 8651
gp_congestion = 1.034
port-buffer-count = 196
dp.cells = 1317

[min_path]
worst_hold_path_type = in -> out
worstHoldStart = in1[5]

==> layout make-up <==
class | instances | area, um2
Fill cell | 1123 | 4123
Inverter | 21 | 78.83
Multi-Input combinational cell | 921 | 6347
Tap cell | 172 | 215.2
Timing Repair Buffer | 203 | 2009
==> worst max-delay path, stage by stage <==
cell and delay [ps]:
clkdlybuf4s50_1 500, or4_4 560, or4b_4 540, or2_2 340
o41ai_1 400, xor2_1 130, ha_1 410, a211oi_1 320
o211ai_1 140, a21bo_2 240, a211oi_2 360, a211oi_2 150
a21o_2 290, a21oi_4 280, nand4b_1 160, a41oi_1 110
or3_1 390, clkdlybuf4s50_1 410
==> where the power goes <==
group | leakage [uW] | switching (uW) | internal (uW)
sequential | 0 | 0 | 0
clock | 0 | 0 | 0
combinational | 0.00340 | 84.5 | 75.3
total | 0.00340 | 84.5 | 75.3
==> path summary, 6_finish.rpt <==
kind | end | depth (start not counted)
setup / recovery | out[63] | 18
hold / removal | out[5] | 4
==> metal layers <==
metal  wire length (um)  share of wire
met1              10920           0.47
met2              10410           0.45
met3               1693          0.073
met4                299          0.013
met5                  0              0
==> placed cells by master (no fill, tap or decap), types with 10 or more instances in the layout <==
master and count:
clkdlybuf4s50_1 195, nand2_1 122, o21ai_0 110, a21oi_1 92, ha_1 66, nor2_1 65
xnor2_1 61, xor2_1 59, maj3_1 59, a21o_1 49, nand4_1 29, nor3_1 24
inv_1 21, nand3_1 18, o31ai_1 10
==> metrics by stage <==
stage | worst slack, ps | hold slack, ps | power, uW | util
global route | 13370 | 14040 | 175.0 | 0.6772
detailed placement | 13770 | 13970 | 157.2 | 0.6772
finish | 13660 | 13970 | 159.9 | 0.6772
global placement | 13770 | 13970 | 158.0 | 0.6772
floorplan | 15120 | 13050 | 98.59 | -
CTS | 13740 | 13980 | 158.1 | 0.6772
==> cells by family after synthesis <==
family / share of synthesized area
compound gates: 0.3198
xor+xnor: 0.1607
fa+ha+maj: 0.2163
buf+inv: 0.04560
mux: 0.003015
simple gates: 0.2546
Power and IR drop assume default switching activity.
